$ cat constraint.sdc
current_design FourBitParallelAdder

set clk_period 3.8
set clk_io_pct 0.2

create_clock -name clk0 -period $clk_period

set non_clock_inputs [all_inputs -no_clocks]
set_input_delay [expr $clk_period * $clk_io_pct] -clock clk0 $non_clock_inputs
set_output_delay [expr $clk_period * $clk_io_pct] -clock clk0 [all_outputs]
$ cat run.sh
#!/bin/bash
# OpenROAD 26Q1-2900-gdf79404cd8, Yosys 0.63+post, stock flow scripts
make -C /OpenROAD-flow-scripts/flow DESIGN_CONFIG=/design/flow/config.mk WORK_HOME=/design/flow/orfs finish
$ cat config.mk
export PLATFORM = sky130hd
export DESIGN_NAME = FourBitParallelAdder
export DESIGN_NICKNAME = FourBitParallelAdder
export VERILOG_FILES = /design/flow/design.v
export SDC_FILE = /design/flow/constraint.sdc
export NUM_CORES = 4
export LEC_CHECK = 1
export CORE_AREA = 10 10 70 70
export DIE_AREA = 0 0 80 80
$ cat design.v
`timescale 1ns / 1ps
module FullAdder( input logic a, b, cin,
                  output logic sum, cout);
    always_comb begin
        sum = a ^ b ^ cin;
        cout = (a & b) | ((a ^ b) & cin);
    end
endmodule
module FourBitParallelAdder(input logic [3:0] a,b, 
                            input logic cin,
                            output logic [3:0] sum, cout);
      wire c1,c2,c3;
      FullAdder FA0 (.a(a[0]),.b(b[0]), .cin(cin), .sum(sum[0]), .cout(c1));
      FullAdder FA1 (.a(a[1]),.b(b[1]), .cin(c1), .sum(sum[1]), .cout(c2));
      FullAdder FA2 (.a(a[2]),.b(b[2]), .cin(c2), .sum(sum[2]), .cout(c3));
      FullAdder FA3 (.a(a[3]),.b(b[3]), .cin(c3), .sum(sum[3]), .cout(cout));
endmodule
==> flow_summary.yaml <==
# generated from flow reports
run_status:
  outcome: "finished, final reports clean"
worst_setup_path:
  cpPeakStageDelay_ps: 420
  end_kind: "output port"
  path_max_fanout: 1
  crit_top_cell: "fa_2"
  critical_path_class: "in -> out"
  crit_slowest_cell: "fa_2"
  critPathLaunchType: "input port"
  crit_path_cell_trace: "clkdlybuf4s50_1 -> inv_1 -> fa_2 -> inv_2 -> fa_2 -> fa_2 -> inv_2 -> fa_2 -> inv_2 -> clkdlybuf4s15_1"
  cp.required_ps: 3040
  cp.arrival_ps: 2920
route:
  drc: 0
  dr_total_vias: 133
  drt_iter0_drc: 0
  via_per_inst: 1.73
  wirelength_um: 480
  first_pass_iters: 1
  wire_per_inst_um: 6.23
  ant_nets: 0
  diodes: 0
global_routing:
  grt_max_degree: 2
  grt_pass1_vias: 162
  grt_pass1_wl_um: 779
  grt_antenna_before_repair: 0
  grtUsageTotal: 0.0151
  gr-total-overflow: 0
finish:
  fin_util: 0.100
  lay_top_count: "clkdlybuf4s50_1"
  n_clock_buffer: 0
  syn2layout_area_growth_pct: 88.3
  finalInstanceArea_sq_um: 342
  final_cell_mix: "clkdlybuf4s50_1 (11), inv_1 (6), inv_2 (4), fa_2 (4), conb_1 (3)"
  register_area_sq_um: 0
  flop-count: 0
  fill_cells: 410
  drive_gt1_frac: 0.258
  layout.cells.non_filler: 77
logic_synthesis:
  synth_cell_types: 4
  top_cells_by_area: "fa_1 (44%), buf_4 (33%), inv_1 (21%), conb_1 (2.1%)"
  synthXorXnorAreaFrac: 0
  synth_warnings: 2
  synth-adder-area-share: 0.441
  synth_stat.cells: 23
  mux_share: 0
  synth-compound-area-share: 0
  syn-mean-instance-area_sq_um: 7.89
  synth_seq_share: 0
  ys_top_logic_family: "buffers and inverters"
  yosys.area_share.simple: 0
  synth.top_cell.area_share: 0.441
  syn_area_sq_um: 181
  syn_inst: 23
  yosys_area_sq_um: 181
  top_area_cell: "fa_1"
final_timing:
  slew_violations: 0
  setup_viol: 0
  hold_viol_final: 0
  fmax_mhz: 272
  rsz0062_at_grt: "false"
  finalCriticalPeriod_ps: 3680
  finalCritPeriodShare: 0.968
  fin_ws_ps: 123
floorplan:
  fp_util: 0.0531
  rows: 21
  die_width_um: 80
  placeableCoreArea_sq_mm: 0.00342
  die_height_um: 80
  die_area_sq_mm: 0.00640
  ioPinCount: 17
placed_design:
  place_area_sq_um: 327
  hpwl_um: 477
  dp_cells: 77
  portBuffers: 14
  place_ws_ps: -249
  gp_congestion: 0.800
power:
  power.total_mw: 0.0391
  ir_drop_mv: 0.0269
  p_leak_nw: 0.158
  power_density_mw_per_mm2: 114
job:
  tool_warnings: 32
  cap_violations: 0
worst_hold_path:
  hold_class: "in -> out"
clock_network:
  cts-hold-fix-buffers: 0
  post_cts_buffers: 0
worst max-delay path, delay by kind of cell:
| kind | cells | cell delay, ps |
|---|---|---|
| buffers and inverters | 6 | 800 |
| adders and majority gates | 4 | 1360 |
layout make-up:
class	instances	area, sq um	area share
timing repair buffer	14	145	0.425
tap	46	57.6	0.168
multi-input combinational	7	101	0.297
inverter	10	37.5	0.110
logic make-up after synthesis:
group                      Yosys count
other                                1
adders and majority gates            4
buffers and inverters               18
timing repair:
| item | 4_1_cts | 5_1_grt |
|---|---|---|
| endpoints found under the hold margin | 0 | 0 |
| endpoints found under the setup margin | 2 | 2 |
| resized | 4 | 8 |
| pin swaps | 1 | 2 |
power breakdown:
part	internal (mW)	total (mW)	switching (mW)
clock network	0	0	0
logic	0.0272	0.0391	0.0119
registers	0	0	0
total	0.0272	0.0391	0.0119
layer usage:
metal  share of wire  global-route usage  vias up
met1            0.40              0.0193       57
met3            0.23             0.00909        0
met2            0.36              0.0225       13
met4               0                   0        0
met5               0                   0        -
li1                -                   -       63
final timing paths:
check / slack [ps] / cells past startpoint / start / end
max: 120 / 10 / b[0] / sum[3]
min: 2320 / 5 / b[3] / cout[0]
Yosys cell counts:
cell	n
fa_1	4
inv_1	10
buf_4	8
conb_1	1
through the flow:
step	hold WS [ps]	TNS, ps
6_report	2320	0
5_1_grt	2390	0
4_1_cts	2440	0
3_5_place_dp	2580	-281
3_3_place_gp	2560	-234
2_1_floorplan	1740	0
Power is estimated from default activity; no workload was simulated.
